--- /design/flow/design.v ---
module decrement(a, b, out, carry);
parameter n = 3;
input signed [n:0] a;
input signed [n:0] b;
output signed [n:0] out;
output carry;
assign {carry, out} = a - b;
endmodule
--- /design/flow/run.sh ---
#!/bin/bash
# OpenROAD 26Q1-2900-gdf79404cd8, Yosys 0.63+post, stock flow scripts
make -C /OpenROAD-flow-scripts/flow DESIGN_CONFIG=/design/flow/config.mk WORK_HOME=/design/flow/orfs finish
--- /design/flow/config.mk ---
export PLATFORM = sky130hd
export DESIGN_NAME = decrement
export DESIGN_NICKNAME = decrement
export VERILOG_FILES = /design/flow/design.v
export SDC_FILE = /design/flow/constraint.sdc
export NUM_CORES = 4
export LEC_CHECK = 1
export CORE_AREA = 10 10 70 70
export DIE_AREA = 0 0 80 80
--- /design/flow/constraint.sdc ---
current_design decrement

set clk_period 3.1
set clk_io_pct 0.2

create_clock -name clk0 -period $clk_period

set non_clock_inputs [all_inputs -no_clocks]
set_input_delay [expr $clk_period * $clk_io_pct] -clock clk0 $non_clock_inputs
set_output_delay [expr $clk_period * $clk_io_pct] -clock clk0 [all_outputs]
==> out/metrics.sh <==
POST-ROUTE-CELL-AREA_UM2=389
P_LEAK_nW=0.173
DIE_WIDTH_UM=80
SYNTH_AREA_PER_CELL_UM2=8.03
SYNTH.YOSYS.SEQ_AREA_SHARE=0
MOST_COMMON_CELL='inv_1'
USE_MET2=0.0281
SETUP_VIOL_COUNT_FINAL=0
P_PER_AREA_mW_PER_MM2=151
FILLERINSTANCES=405
P_INT_W=0.0000386
SYNTH.TOP_CELLS.BY_COUNT='7 x inv_1, 4 x ha_1, 2 x xor2_1'
TOOL_WARNINGS=32
CORE_UTIL_FLOORPLAN=0.0447
RSZ0062_AT_GRT='no'
CRIT_ARRIVAL_NS=2.33
VDD_IR_DROP_MAX_uV=29.0
DP_CELLS=80
MAX_FREQ_MHz=339
GPL_CONGESTION=0.711
CP-START-KIND='primary input'
TIMING_HOLD_VIOLATIONS_FINAL=0
DESIGN_POWER_TOTAL_W=0.0000589
TOTAL_DRC_ERRORS_IN_THE_ROUTED_LAYOUT=0
NUMPORTBUFFERS=13
PWR-SHARE-COMB=1.000
ANTENNA_NETS_POST_ROUTE=0
GLOBAL_ROUTE.PEAK_USAGE_LAYER='met2'
SEQCELLAREA_UM2=0
SWSHARE=0.345
DR_TOTAL_VIAS=183
DRT-TOTAL-WL_UM=625
CRITICAL_PATH_END_TYPE='output pin'
GRT_MAX_DEGREE=5
YOSYSCHIPAREA_UM2=153
HOLDCRITSTARTPOINT='b[0]'
TIMING.SLEW.HEADROOM=0.849
FINAL_CELLS=81
CHIP_AREA_MM2=0.00640
YOSYS-STAT-CELLS=19
CRITICALPATHCATEGORY='primary input to output pin'
MIN_DELAY_WORST_ENDPOINT='out[0]'
REGISTERS=0
DRT_PASS1_ITERATIONS=1
DETAIL_ROUTE.WL_PER_CELL_UM=7.72
ROWS=21
SYN-INSTANCE-COUNT=19
SWITCHING_POWER_W=0.0000203
DIODES=0
NETLIST_AREA_UM2=153
YOSYSWARNINGS=0
MIN_PERIOD_NS=2.95
NCLKBUFFERS=0
REPORT.FINAL.SLEW_VIOL_COUNT=0
WORST_SLACK_NS=0.147
BOUNDARYPINS=13
CLK_NETWORK_PWR_SHARE=0
YS_TYPES=9
DETAILEDPLACEMENTHPWL_UM=556
ROUTED_VIA_DENSITY=2.26
LAYOUT-DRIVE-GT1-SHARE=0.229
WORST_HOLD_PATH.NUM_CELLS=4
CRIT_PATH_MAX_FANOUT=2
FIRST_GLOBAL_VIAS=220
RUN_STATUS='finished clean'
TIMING.MAX_CAP.VIOLATIONS=0
HOLD_PATH.CLASS='primary input to output pin'
PERIOD_USED_SHARE=0.952
MET3_USAGE=0.0182
GRT_ANTENNA_BEFORE_REPAIR=0
GLOBAL_ROUTE_WIRE_LENGTH_BEFORE_REPAIR_UM=1030
SYNTH_AREA_LEADER_CELL='ha_1'
DRT_ITER0_DRC=0
GLOBAL_ROUTE.USAGE.MET1=0.0232
SEQPWRFRAC=0
WORST_SLEW_PIN_SLEW_NS=0.227
DETAILEDPLACE.WORSTSLACK_NS=-0.187
TIMING.CRITICAL_PATH.REQUIRED_NS=2.48
SYNTH_LARGEST_TYPE_AREA_FRACTION=0.328
DPL_CELL_AREA_UM2=355
DIE-HEIGHT_UM=80
GRT_USAGE=0.0199
YOSYS-TOP-CELLS-AREA='ha_1 33%, inv_1 17%, fa_1 13%'
CORE_AREA_MM2=0.00342
GRT-OVFL-TOTAL=0
SYNTHTOLAYOUTAREAGROWTH_PCT=155
[what timing repair did]
item,CTS,global route
pin swaps,2,0
hold buffers,0,0
setup endpoints to repair,2,2
buffers inserted,1,0
gates resized,5,5
[layout make-up]
type	count	area (um^2)	area share
Multi-Input combinational cell	12	156	0.402
Inverter	7	26.3	0.0675
Tap cell	46	57.6	0.148
Timing Repair Buffer	16	149	0.383
[cells by family after synthesis]
family	count (synthesis)	synth area share
AND-OR/OR-AND	3	0.180
adder cells (fa/ha/maj)	5	0.459
buffers and inverters	7	0.172
AND/OR/NAND/NOR	2	0.0738
XOR/XNOR	2	0.115
[power groups by stage]
stage	Clock (W)	Sequential, W	Combinational [W]
4_1_cts	0	0	0.0000582
6_report	0	0	0.0000589
5_1_grt	0	0	0.0000664
[worst max-delay path by stage]
| stage | end | from | depth (start not counted) |
|---|---|---|---|
| final | out[3] | b[1] | 8 |
| after global routing | out[3] | b[1] | 8 |
| after CTS | carry | b[0] | 8 |
[worst max-delay path, cell delays in order]
cell and delay [ns]:
clkdlybuf4s50_1 0.45, inv_1 0.06, buf_4 0.13, ha_1 0.26, nand3b_1 0.07, nand2_1 0.09
xor2_1 0.16, clkdlybuf4s50_1 0.49
[layout by cell type (no fill, tap or decap)]
cell type	Yosys	final
xor2_1	2	2
clkdlybuf4s50_1	0	10
a21o_1	1	1
a21oi_1	1	1
buf_4	0	3
nand2_1	1	1
ha_2	0	1
a2111oi_4	0	1
dlygate4sd2_1	0	1
ha_4	0	1
fa_2	0	1
dlymetal6s2s_1	0	1
inv_1	7	7
ha_1	4	2
clkbuf_2	0	1
nand3b_1	1	1
[layer usage]
| layer | vias up | routed length (um) |
|---|---|---|
| met5 | - | 0 |
| met4 | 0 | 0 |
| li1 | 92 | - |
| met3 | 0 | 143 |
| met2 | 12 | 200 |
| met1 | 79 | 281 |
[stage by stage]
step / hold WS (ns) / TNS (ns) / utilization
after floorplan: 1.35 / 0 / -
after detailed placement: 2.25 / -0.248 / 0.104
after global routing: 1.98 / 0 / 0.114
after global placement: 2.24 / -0.171 / 0.104
final: 1.94 / 0 / 0.114
after CTS: 2.26 / 0 / 0.111
Power is estimated from default activity; no workload was simulated.
